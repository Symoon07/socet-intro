--- design/flow/config.mk ---
export PLATFORM = sky130hd
export DESIGN_NAME = eight_bit_adder
export DESIGN_NICKNAME = eight_bit_adder
export VERILOG_FILES = /design/flow/design.v
export SDC_FILE = /design/flow/constraint.sdc
export NUM_CORES = 4
export LEC_CHECK = 1
export CORE_AREA = 10 10 70 70
export DIE_AREA = 0 0 80 80
--- design/flow/constraint.sdc ---
current_design eight_bit_adder

set clk_period 5.1
set clk_io_pct 0.2

create_clock -name clk0 -period $clk_period

set non_clock_inputs [all_inputs -no_clocks]
set_input_delay [expr $clk_period * $clk_io_pct] -clock clk0 $non_clock_inputs
set_output_delay [expr $clk_period * $clk_io_pct] -clock clk0 [all_outputs]
--- design/flow/design.v ---
interface memory_if();
    logic wen, ren;
    logic ready;
    logic [7:0] addr, rdata, wdata;
    modport request(
        input ready, rdata,
        output wen, ren, addr, wdata
    );
    modport response(
        input wen, ren, addr, wdata,
        output ready, rdata
    );
endinterface
module eight_bit_adder(
    input logic [7:0] a,
    input logic [7:0] b,
    output logic [8:0] c
);
    logic [6:0] carries;
    full_adder fa0(
        .a(a[0]),
        .b(b[0]),
        .cin(1'b0),
        .s(c[0]),
        .cout(carries[0])
    );
    genvar i;
    generate
        for(i = 1; i < 7; i++) begin : fa_array
            full_adder fa_instance(
                .a(a[i]),
                .b(b[i]),
                .cin(carries[i-1]),
                .s(c[i]),
                .cout(carries[i])
            );
        end
    endgenerate
    full_adder fa7(
        .a(a[7]),
        .b(b[7]),
        .cin(carries[6]),
        .s(c[7]),
        .cout(c[8])
    );
endmodule
module full_adder(
    input logic a,
    input logic b,
    input logic cin,
    output logic s,
    output logic cout
);
    always_comb begin
        s = a ^ b ^ cin;
        cout = (a & b) | ((a ^ b) & cin);
    end
endmodule
--- design/flow/run.sh ---
#!/bin/bash
# OpenROAD 26Q1-2900-gdf79404cd8, Yosys 0.63+post, stock flow scripts
make -C /OpenROAD-flow-scripts/flow DESIGN_CONFIG=/design/flow/config.mk WORK_HOME=/design/flow/orfs finish
==> insert_results.sql <==
-- flow metrics import
INSERT INTO impl_metrics (metric_group, metric, value, unit) VALUES
('timing', 'timing.final.crit_period', '4.98', 'ns'),
('layout', 'nFlopsAndLatches', '0', ''),
('place', 'place.detailed.hpwl', '680', 'um'),
('yosys', 'ys_top_cells_by_area', 'fa_1, buf_4, inv_1', ''),
('timing', 'grt_setup_unrepaired', 'no', ''),
('setup_path', 'end_kind', 'primary output', ''),
('yosys', 'yosys.area.top_type_share', '58.6', '%'),
('setup_path', 'worst_ep_arrival_time', '3.96', 'ns'),
('power', 'leakage', '0.000186', 'uW'),
('place', 'finalWeightedCongestion', '0.830', ''),
('yosys', 'synth-area-yosys', '239', 'sq um'),
('die', 'ioPinCount', '25', ''),
('die', 'core-area', '0.00342', 'sq mm'),
('routing', 'num_antenna_cells', '0', ''),
('clocking', 'cts_setup_buffers', '0', ''),
('die', 'design.die.area', '0.00640', 'sq mm'),
('yosys', 'synth_warnings', '1', ''),
('yosys', 'synthTopCellsByCount', 'buf_4, fa_1, inv_1', ''),
('min_path', 'hold_path_class', 'input port to primary output', ''),
('routing', 'drt-wirelength-per-cell', '8.63', 'um'),
('power', 'cellPowerDensity', '95.5', 'mW/mm^2'),
('timing', 'max_slew.worst_pin.slew', '0.113', 'ns'),
('layout', 'final-seq-area', '0', 'sq um'),
('yosys', 'synthCells', '22', ''),
('yosys', 'synth-cells-yosys', '22', ''),
('timing', 'fmax', '201', 'MHz'),
('grt', 'met3_usage', '1.48', '%'),
('die', 'dieHeight', '80', 'um'),
('timing', 'final_hold_viol_count', '0', ''),
('grt', 'grt_max_degree', '2', ''),
('grt', 'first_pass_grt_wire_length', '1140', 'um'),
('layout', 'layout.core_utilization', '14.7', '%'),
('layout', 'layout-drive-gt1-share', '31.6', '%'),
('grt', 'grt_overflow', '0', ''),
('run_status', 'outcome', 'complete, no violations', ''),
('routing', 'detail_route.iter0.violations', '1', ''),
('yosys', 'synthDominantAreaCellType', 'fa_1', ''),
('yosys', 'synth.lib_cells_used.distinct', '4', ''),
('layout', 'syn2layout_area_growth', '110', '%'),
('timing', 'slew-limit-headroom', '92.5', '%'),
('grt', 'peak_usage_layer_in_the_global_routing_report', 'met1', ''),
('setup_path', 'timing.setup.critical_path_class', 'input port to primary output', ''),
('die', 'die-width', '80', 'um'),
('timing', 'min_period_over_period', '97.6', '%'),
('flow_run', 'maxCapViolations', '0', ''),
('yosys', 'most_common_cell', 'buf_4', ''),
('layout', 'n_clock_buffer', '0', ''),
('die', 'initCoreUtil', '7.00', '%'),
('grt', 'grt_use_met1', '3.50', '%'),
('timing', 'fin_setup_tns', '0', 'ns'),
('layout', 'logic_area', '183', 'sq um'),
('timing', 'final_max_slew_viol_count', '0', ''),
('flow_run', 'warning_count', '33', ''),
('yosys', 'seq_area_frac_synth', '0', '%'),
('place', 'numPortBuffers', '25', ''),
('grt', 'vias_in_the_first_global_route', '227', ''),
('routing', 'route.vias.total', '186', ''),
('layout', 'instances_no_fill', '84', ''),
('routing', 'wirelength', '725', 'um'),
('setup_path', 'critPathLaunchType', 'input port', ''),
('yosys', 'postSynthAreaPerCell', '10.9', 'sq um'),
('yosys', 'mappedNetlistArea', '239', 'sq um'),
('power', 'worst_ir_drop_vdd', '32.2', 'uV'),
('clocking', 'ctsHoldBuffers', '0', ''),
('setup_path', 'critical_path_required', '4.08', 'ns'),
('place', 'numPlacedInstances', '84', ''),
('setup_path', 'timing.critical_path.fanout_max', '1', ''),
('grt', 'antenna_found_initial', '0', ''),
('routing', 'via_per_inst', '2.21', ''),
('routing', 'remaining_drc_errors', '0', ''),
('die', 'row_count', '21', ''),
('timing', 'timing.final.setup_violations', '0', ''),
('grt', 'globalRouteMet2Util', '2.41', '%'),
('routing', 'firstDrtPassIters', '2', ''),
('layout', 'fillerInstances', '387', ''),
('routing', 'drtAntennaViolNets', '0', ''),
('grt', 'grt_total_usage', '2.21', '%');
area by class of cell:
cell class	count	share of cell area, %
tap	46	11.4
timing repair buffer	25	48.5
inverter	5	3.73
multi-input combinational	8	36.3
layout by cell type, fill, tap and decap left out, drive strengths merged:
cell type / instances
dlygate4sd2: 3
inv: 5
ha: 1
clkdlybuf4s15: 1
clkdlybuf4s50: 18
buf: 3
fa: 7
cell families (layout without fill, tap and decap cells):
logic type / Yosys count / after routing / synth area share (%)
buffers and inverters: 14 / 30 / 36.1
adder cells (fa/ha/maj): 8 / 8 / 63.9
stage by stage:
stage	worst slack [ns]	hold WS (ns)	total power, uW	cell area (sq um)
CTS	-0.0512	2.68	49.7	503
global route	0.0273	2.71	55.2	503
detailed placement	-0.876	3.08	49.7	479
global placement	-0.866	3.07	49.3	479
finish	0.121	2.67	48.0	503
floorplan	0.0343	2.21	24.3	239
routing by layer:
metal | wire (um) | vias to the layer above
met1 | 337 | 77
li1 | - | 85
met3 | 183 | 0
met5 | 0 | -
met4 | 0 | 0
met2 | 204 | 24
final timing paths:
kind,from,slack (ns),cells after the start,to
setup / recovery,b[0],0.12,12,c[7]
hold / removal,a[0],2.67,3,c[0]
critical path, cell delays in order:
cell   delay [ns]
buf_6        0.10
ha_4         0.15
fa_2         0.35
fa_2         0.34
fa_2         0.34
fa_2         0.35
fa_2         0.34
fa_2         0.34
inv_2        0.06
fa_2         0.42
inv_1        0.06
buf_2        0.08
power breakdown:
part           switching, uW  total [uW]  leakage [uW]  internal, uW
logic                   13.4        48.0      0.000186          34.7
clock network              0           0             0             0
registers                  0           0             0             0
what timing repair did:
| item | in CTS | in global routing |
|---|---|---|
| pin swaps | 8 | 5 |
| gates resized | 26 | 0 |
| endpoints found under the setup margin | 4 | 2 |
Power is estimated from default activity; no workload was simulated.
