==> flow/design.v <==
interface memory_if();
    logic wen, ren;
    logic ready;
    logic [7:0] addr, rdata, wdata;
    modport request(
        input ready, rdata,
        output wen, ren, addr, wdata
    );
    modport response(
        input wen, ren, addr, wdata,
        output ready, rdata
    );
endinterface
module copier(
    input CLK, nRST,
    input logic [7:0] src_addr, dst_addr,
    input logic [7:0] copy_size,
    input logic start,
    output logic finished,
    memory_if.request memif
);
    typedef enum logic [2:0] {
        IDLE,
        READ,
        WRITE,
        FINISH
    } state_t;
    state_t state, state_n;
    logic [7:0] cnt;
    logic clear, count_enable, done, wen;
    data_register data_reg(
        .CLK(CLK),
        .nRST(nRST),
        .WEN(wen),
        .wdata(memif.rdata),
        .data(memif.wdata)
    );
    flex_counter #(.NUM_CNT_BITS(8)) counter(
        .clk(CLK),
        .n_rst(nRST),
        .clear(clear),
        .count_enable(count_enable),
        .rollover_val(copy_size),
        .count_out(cnt),
        .rollover_flag(done)
    );
    always_ff @(posedge CLK, negedge nRST) begin
        if (!nRST) begin
            state <= IDLE;
        end else begin
            state <= state_n;
        end
    end
    always_comb begin
        finished = 1'b0;
        memif.ren = 1'b0;
        memif.wen = 1'b0;
        memif.addr = 8'h00;
        clear = 1'b0;
        count_enable = 1'b0;
        wen = 1'b0;
        state_n = state;
        casez (state)
            IDLE: begin
                if (start) begin
                    clear = 1'b1;
                    state_n = READ;
                end
            end
            READ: begin
                memif.addr = src_addr + cnt;
                memif.ren = 1'b1;
                wen = 1'b1;
                state_n = WRITE;
            end
            WRITE: begin
                memif.addr = dst_addr + cnt;
                memif.wen = 1'b1;
                if (done) begin
                    state_n = FINISH;
                end else begin
                    count_enable = 1'b1;
                    state_n = READ;
                end
            end
            FINISH: begin
                finished = 1'b1;
                state_n = IDLE;
            end
            default: ;
        endcase
    end
endmodule
module data_register(
    input CLK, nRST,
    input logic WEN,
    input logic [7:0] wdata,
    output logic [7:0] data
);
    always_ff @(posedge CLK, negedge nRST) begin
        if(!nRST) begin
            data <= '0;
        end else begin
            data <= (WEN) ? wdata : data;
        end
    end
endmodule
module flex_counter #(
    parameter NUM_CNT_BITS = 4
)( 
    input logic clk,
    input logic n_rst,
    input logic clear,
    input logic count_enable,
    input logic [NUM_CNT_BITS - 1 : 0] rollover_val,
    output logic [NUM_CNT_BITS - 1 :0] count_out,
    output logic rollover_flag
);
    logic [NUM_CNT_BITS - 1 : 0] temp_counter;
    logic [NUM_CNT_BITS - 1 : 0] next_state;
    logic rollover_flag_c;
    always_ff @(posedge clk, negedge n_rst)
    begin
        if (!n_rst)
        begin
            temp_counter <= 0;
            rollover_flag <= 0;
        end
        else
        begin
            temp_counter <= next_state;
            rollover_flag <= rollover_flag_c ;
        end
    end
    always_comb
    begin
        next_state = (clear) ? ('0) : (!count_enable) ? temp_counter :(temp_counter == rollover_val) ? 1 : temp_counter + 1;
        if (next_state == rollover_val)  
        begin
            rollover_flag_c = 1;
        end
        else
        begin
            rollover_flag_c = 0;
        end
    end
    assign count_out = temp_counter;
endmodule
==> flow/run.sh <==
#!/bin/bash
# OpenROAD 26Q1-2900-gdf79404cd8, Yosys 0.63+post, stock flow scripts
make -C /OpenROAD-flow-scripts/flow DESIGN_CONFIG=/design/flow/config.mk WORK_HOME=/design/flow/orfs finish
==> flow/config.mk <==
export PLATFORM = sky130hd
export DESIGN_NAME = copier
export DESIGN_NICKNAME = copier
export VERILOG_FILES = /design/flow/design.v
export SDC_FILE = /design/flow/constraint.sdc
export NUM_CORES = 4
export LEC_CHECK = 1
export CORE_UTILIZATION = 30
==> flow/constraint.sdc <==
current_design copier

set clk_period 5.8
set clk_io_pct 0.2

create_clock -name clk0 -period $clk_period [get_ports {CLK}]

set non_clock_inputs [all_inputs -no_clocks]
set_input_delay [expr $clk_period * $clk_io_pct] -clock clk0 $non_clock_inputs
set_output_delay [expr $clk_period * $clk_io_pct] -clock clk0 [all_outputs]
==> CHANGELOG.md <==
### Changed

- Status: finished, final reports clean
- FF-to-FF setup slack: 3720 ps
- DP HPWL: 1430 um
- Layout cells sized above 1: 8.77%
- Setup bufs post-CTS: 0
- Min-Delay Path Class: reg -> reg
- Top area cell types: dfrtp_1 31%, xor2_1 8.2%, nor4_4 4.4%
- RSZ-0062 raised after global routing: false
- Post-route setup TNS: 0 ps
- Setup violations, final: 0
- Hold-fix buffers, CTS: 0
- Cell type with the largest total area: dfrtp_1
- Dominant flop cell: dfrtp_1
- CP startpoint kind: input port
- Row count: 20
- ANT cells: 0
- Resized cells post-CTS: 0
- Max-area cell share: 31.3%
- Fmax: 328 MHz
- GRT Overall Usage: 12.4%
- Ys cells: 100
- Worst-case clock buffer depth: 2
- Placed Cells: 154
- WL/cell: 11.9 um
- Pin count of the biggest net entering global routing: 14
- Drt drc: 0
- Chip Height: 58.6 um
- Clk_skew: 1.26 ps
- CTS H-Tree Depth: 1
- Core ar.: 3050 um2
- Count of port buffers added during placement: 11
- Final hold slack: 359 ps
- Root Buffer: clkbuf_4
- Ys Warns: 29
- Vias in the first global route: 721
- Synthesis area per yosys: 961 um2
- Avg Cell Area, Syn: 9.61 um2
- Slew @ Worst Pin: 669 ps
- Tool Warnings: 41
- Data required, critical path: 5980 ps
- Final RePlAce weighted congestion: 0.838
- Worst VDD drop: 0.000166 V
- Latency at later pin: 270 ps
- Seq/Total Area, Yosys: 34.0%
- Layout area overhead: 18.5%
- Worst Setup End Kind: register
- P per Cell Area: 365 nW/um2
- Final Critical Period: 3050 ps
- Finished Layout Cells: 158
- Worst-path clk slew: 80 ps
- CP max-delay cell: a31oi_1
- Initial antenna violation count: 0
- CTS tree: done
- Kind of critical path: in -> reg
- Crit-path max FO: 8
- Critical Path, Cell by Cell: clkdlybuf4s50_1 -> xor2_1 -> nor4_4 -> a31oi_1 -> and4_1 -> a311oi_1 -> nor4_1
- Routed vias/inst: 4.91
- DRT Pass-1 Iters: 4
- Final Total Pwr: 0.416 mW
- Initial DRC Count: 18
- CTS Buf Count: 3
- Slowest Stage Delay on Critical Path: 580 ps
- Asr flop ratio synth: 100%
- DRT antenna net count: 0
- Final period utilization: 52.6%
- Post-synth EDFFs: 0
- Worst slew margin: 55.2%
- Max-slew violation count: 0
- Synthesized flop and latch total: 13
- Clk sinks: 13
- Floorplan core density: 31.5%
- First-pass GRT wire length: 3190 um
- Netlist Area Pre-Place: 961 um2
- Die Span X: 58.6 um
- Chip footprint: 3430 um2
- Data arrival time of the critical path: 3230 ps
- Vias: 776
- LEAKAGE: 0.471 nW
- Remaining global-route overflow: 0
- I/O pin total: 28
- Netlist cell types: 41
- Post-synthesis instance total: 100
- Max Cap Viol: 0
- Post-Route WL: 1880 um
- Fin. Hold Viols: 0
per-layer routing:
metal  up-vias  track usage [%]  wire length [um]
met3         0             3.12                88
met1       360             18.6               936
met2        16             19.7               856
met5         -                0                 0
li1        400                -                 -
met4         0            0.340                 0
through the flow:
stage / instance area (um2) / utilization (%) / setup WS [ps]
after floorplan: 961 / - / 3300
after global placement: 1110 / 36.4 / 2490
after detailed placement: 1110 / 36.4 / 2510
after CTS: 1140 / 37.3 / 2780
after global routing: 1140 / 37.3 / 2630
final: 1140 / 37.3 / 2750
cells in the final DEF, fill, tap and decap left out, types with 2 or more instances in the layout:
cell	n
and2b_1	2
nand2_1	6
a31oi_1	2
clkdlybuf4s50_1	11
nand2b_1	3
a21o_1	2
a21oi_1	7
dfrtp_1	12
nand3_1	2
and4_1	3
inv_1	4
xor2_1	9
and2_1	5
nor4_4	2
a311oi_1	2
nor2_1	7
or3_1	2
clkbuf_4	3
o21ai_0	6
cell type report:
cell class	count	area (um2)
Tap cell	44	55.1
Sequential cell	13	327
Multi-Input combinational cell	82	606
Clock buffer	4	26.3
Fill cell	327	1910
Timing Repair Buffer	11	110
Inverter	4	15.0
logic make-up (layout without fill, tap and decap cells):
| logic type | Yosys count | in the layout | share of synthesized area (%) |
|---|---|---|---|
| simple gates | 41 | 41 | 28.6 |
| compound gates | 27 | 27 | 18.2 |
| xor+xnor | 13 | 13 | 14.8 |
| flops | 13 | 13 | 34.0 |
| buf+inv | 5 | 19 | 2.99 |
| fa+ha+maj | 1 | 1 | 1.30 |
worst paths after layout:
path                                         startpoint                 endpoint  cells past startpoint
worst max-delay path                       copy_size[5]    counter.rollover_flag                      7
worst min-delay path                           state[2]                 state[1]                      0
worst max register to register  counter.temp_counter[6]    counter.rollover_flag                      6
worst min register to register                 state[2]                 state[1]                      0
max in group asynchronous                          nRST  counter.temp_counter[6]                      1
min in group asynchronous                          nRST  counter.temp_counter[5]                      1
registers in the layout, indices dropped and copies added, names as in the netlist:
signal / cells
state: 4
counter.temp_counter: 8
counter.rollover_flag: 1
power breakdown:
| part | total, mW | switching [mW] | internal [mW] |
|---|---|---|---|
| Combinational | 0.190 | 0.101 | 0.0898 |
| Clock | 0.0566 | 0.0299 | 0.0266 |
| Sequential | 0.169 | 0.0464 | 0.123 |
| Total | 0.416 | 0.177 | 0.239 |
worst max-delay path, delay by kind of cell:
family                 cells  cell delay (ps)
AND/OR/NAND/NOR            3              580
AND-OR/OR-AND              2              630
buffers and inverters      1              540
XOR/XNOR                   1              300
synthesized netlist by cell type, drive strengths merged, types with 2 or more instances:
cell,number
nand3,2
and2b,2
and4,3
and2,6
xor2,10
dfrtp,12
a31oi,2
a21o,2
nor2,7
nor4,3
o21ai,6
a21oi,7
nand2,6
a311oi,2
nand2b,3
or3,2
xnor2,2
inv,4
No activity file was given, so power comes from the tool's default toggle rates.
